## flow/config.mk

```make
export PLATFORM = sky130hd
export DESIGN_NAME = parking_system_top
export DESIGN_NICKNAME = parking_system_top
export VERILOG_FILES = /design/flow/design.v
export SDC_FILE = /design/flow/constraint.sdc
export NUM_CORES = 4
export LEC_CHECK = 1
export CORE_UTILIZATION = 30
```

## flow/constraint.sdc

```tcl
current_design parking_system_top

set clk_period 6.4
set clk_io_pct 0.2

create_clock -name clk0 -period $clk_period [get_ports {clk}]

set non_clock_inputs [all_inputs -no_clocks]
set_input_delay [expr $clk_period * $clk_io_pct] -clock clk0 $non_clock_inputs
set_output_delay [expr $clk_period * $clk_io_pct] -clock clk0 [all_outputs]
```

## flow/run.sh

```bash
#!/bin/bash
# OpenROAD 26Q1-2900-gdf79404cd8, Yosys 0.63+post, stock flow scripts
make -C /OpenROAD-flow-scripts/flow DESIGN_CONFIG=/design/flow/config.mk WORK_HOME=/design/flow/orfs finish
```

## flow/design.v

```verilog
module car_enter_exit (
  input clk, reset,
  input car_enter, car_exit,
  input [2:0] car_sel,
  input [9:0] timer_count,
  output reg car1_state, car2_state, car3_state,
  output reg [9:0] car1_enter_time, car2_enter_time, car3_enter_time,
  output reg [9:0] car1_count, car2_count, car3_count,
  output reg [9:0] car1_cost, car2_cost, car3_cost,
  output reg [9:0] current_cost,
  output reg write_entry,
  output reg write_cost,
  output reg [9:0] entry_time_in,
  output reg [9:0] cost_in
);
    always @(posedge clk or posedge reset) begin
        if (reset) begin
            car1_count <= 10'd0;
            car2_count <= 10'd0;
            car3_count <= 10'd0;
            current_cost <= 10'd0;
            car1_state <= 0;  
            car2_state <= 0;  
            car3_state <= 0;  
            car1_cost <= 10'd0;  
            car2_cost <= 10'd0;  
            car3_cost <= 10'd0;  
            car1_enter_time <= 10'd0;  
            car2_enter_time <= 10'd0;  
            car3_enter_time <= 10'd0;  
            write_entry <= 1'b0;
            write_cost <= 1'b0;
            entry_time_in <= 10'd0;
            cost_in <= 10'd0;
        end else begin
            if (car_enter) begin
                case (car_sel)
                    3'b001: begin
                            car1_enter_time <= timer_count;
                            car1_state <= 1;  
                            car1_cost <= 10'd0;  
                            current_cost <= 10'd0;  
                            write_entry <= 1'b1;
                            entry_time_in <= timer_count;
                            cost_in <= 10'd0;
                    end
                    3'b010: begin
                            car2_enter_time <= timer_count;
                            car2_state <= 1;  
                            car2_cost <= 10'd0;  
                            current_cost <= 10'd0;  
                            write_entry <= 1'b1;
                            entry_time_in <= timer_count;
                            cost_in <= 10'd0;
                    end
                    3'b100: begin
                            car3_enter_time <= timer_count;
                            car3_state <= 1;  
                            car3_cost <= 10'd0;  
                            current_cost <= 10'd0;  
                            write_entry <= 1'b1;
                            entry_time_in <= timer_count;
                            cost_in <= 10'd0;
                    end
                    default: begin
                            current_cost <= 10'd0;  
                            write_entry <= 1'b0;
                            write_cost <= 1'b0;
                    end
                endcase
            end else if (car_exit) begin
                case (car_sel)
                    3'b001: begin
                            if (car1_state) begin  
                                car1_state <= 0;  
                                car1_cost <= (timer_count - car1_enter_time);  
                                current_cost <= (timer_count - car1_enter_time);  
                                car1_enter_time <= 10'd0;  
                                write_cost <= 1'b1;
                                cost_in <= (timer_count - car1_enter_time);
                            end
                    end
                    3'b010: begin
                            if (car2_state) begin  
                                car2_state <= 0;  
                                car2_cost <= (timer_count - car2_enter_time);  
                                current_cost <= (timer_count - car2_enter_time);  
                                car2_enter_time <= 10'd0;  
                                write_cost <= 1'b1;
                                cost_in <= (timer_count - car2_enter_time);
                            end
                    end
                    3'b100: begin
                            if (car3_state) begin  
                                car3_state <= 0;  
                                car3_cost <= (timer_count - car3_enter_time);  
                                current_cost <= (timer_count - car3_enter_time);  
                                car3_enter_time <= 10'd0;  
                                write_cost <= 1'b1;
                                cost_in <= (timer_count - car3_enter_time);
                            end
                    end
                    default: begin
                            current_cost <= 10'd0;  
                            write_entry <= 1'b0;
                            write_cost <= 1'b0;
                    end
                endcase
            end else begin
                write_entry <= 1'b0;
                write_cost <= 1'b0;
            end
        end
    end
endmodule
module clk_div (
    input clk,
    input reset,
    output reg CLK1Hz
);
    reg [25:0] count;
    always @(posedge clk or posedge reset) begin
        if (reset) begin
            count <= 26'd0;
            CLK1Hz <= 1'b0;
        end else begin
            if (count >= 26'd24999999) begin   
                count <= 26'd0;
                CLK1Hz <= ~CLK1Hz;   
            end else begin
                count <= count + 1'b1;
            end
        end
    end
endmodule
module flags (
    input clk,
    input reset,
    input car1_state,
    input car2_state,
    input car3_state,
    output reg full_flag,
    output reg empty_flag
);
    always @(posedge clk or posedge reset) begin
        if (reset) begin
            full_flag <= 0;
            empty_flag <= 1;
        end else begin
            if (car1_state && car2_state && car3_state) begin
                full_flag <= 1;  
                empty_flag <= 0;  
            end else if (!car1_state && !car2_state && !car3_state) begin
                full_flag <= 0;  
                empty_flag <= 1;  
            end else begin
                full_flag <= 0;  
                empty_flag <= 0;  
            end
        end
    end
endmodule
module memory (
    input clk,
    input reset,
    input [2:0] car_sel,          
    input write_entry,            
    input write_cost,             
    input [9:0] entry_time_in,    
    input [9:0] cost_in,          
    output reg [9:0] entry_time_out,  
    output reg [9:0] cost_out         
);
    reg [9:0] entry_time_mem [2:0];
    reg [9:0] cost_mem [2:0];
    integer i;
    reg [1:0] car_index;
    always @(*) begin
        case (car_sel)
            3'b001: car_index = 2'd0;   
            3'b010: car_index = 2'd1;   
            3'b100: car_index = 2'd2;   
            default: car_index = 2'd0;  
        endcase
    end
    always @(posedge clk or posedge reset) begin
        if (reset) begin
            for (i = 0; i < 3; i = i + 1) begin
                entry_time_mem[i] <= 10'd0;
                cost_mem[i] <= 10'd0;
            end
        end else begin
            if (write_entry) begin
                entry_time_mem[car_index] <= entry_time_in;
            end
            if (write_cost) begin
                cost_mem[car_index] <= cost_in;
            end
        end
    end
    always @(*) begin
        entry_time_out = entry_time_mem[car_index];
        cost_out = cost_mem[car_index];
    end
endmodule
module parking_system_top (
    input clk,
    input reset,
    input car_enter,
    input car_exit,
    input [2:0] car_sel,          
    output wire car1_state,
    output wire car2_state,
    output wire car3_state,
    output full_flag,
    output empty_flag,
    output [6:0] led_timer_1,
    output [6:0] led_timer_2,
    output [6:0] led_timer_3,
    output [6:0] led_cost_1,
    output [6:0] led_cost_2,
    output [6:0] led_cost_3
);
    wire [9:0] timer_count;
    wire [9:0] car1_enter_time, car2_enter_time, car3_enter_time;
    wire [9:0] car1_cost, car2_cost, car3_cost;
    wire [9:0] car1_count, car2_count, car3_count;
    wire [9:0] current_cost;
    wire write_entry;
    wire write_cost;
    wire [9:0] entry_time_in;
    wire [9:0] cost_in;
    wire [9:0] entry_time_out;
    wire [9:0] cost_out;
    wire CLK1Hz;
    reg [3:0] bcd_units;     
    reg [3:0] bcd_tens;      
    reg [3:0] bcd_hundreds;  
    reg [3:0] timer_units;     
    reg [3:0] timer_tens;      
    reg [3:0] timer_hundreds;  
    always @(*) begin
        timer_units = timer_count % 10;
        timer_tens = (timer_count / 10) % 10;
        timer_hundreds = (timer_count / 100) % 10;
    end
    seven_seg timer_display1 (
        .A(timer_units[3]),
        .B(timer_units[2]),
        .C(timer_units[1]),
        .D(timer_units[0]),
        .led_a(led_timer_3[0]),
        .led_b(led_timer_3[1]),
        .led_c(led_timer_3[2]),
        .led_d(led_timer_3[3]),
        .led_e(led_timer_3[4]),
        .led_f(led_timer_3[5]),
        .led_g(led_timer_3[6])
    );
    seven_seg timer_display2 (
        .A(timer_tens[3]),
        .B(timer_tens[2]),
        .C(timer_tens[1]),
        .D(timer_tens[0]),
        .led_a(led_timer_2[0]),
        .led_b(led_timer_2[1]),
        .led_c(led_timer_2[2]),
        .led_d(led_timer_2[3]),
        .led_e(led_timer_2[4]),
        .led_f(led_timer_2[5]),
        .led_g(led_timer_2[6])
    );
    seven_seg timer_display3 (
        .A(timer_hundreds[3]),
        .B(timer_hundreds[2]),
        .C(timer_hundreds[1]),
        .D(timer_hundreds[0]),
        .led_a(led_timer_1[0]),
        .led_b(led_timer_1[1]),
        .led_c(led_timer_1[2]),
        .led_d(led_timer_1[3]),
        .led_e(led_timer_1[4]),
        .led_f(led_timer_1[5]),
        .led_g(led_timer_1[6])
    );
    always @(*) begin
        bcd_units = current_cost % 10;
        bcd_tens = (current_cost / 10) % 10;
        bcd_hundreds = (current_cost / 100) % 10;
    end
    clk_div clk_div_inst (
        .clk(clk),
        .reset(reset),
        .CLK1Hz(CLK1Hz)
    );
    timer timer_inst (
        .clk(CLK1Hz),
        .reset(reset),
        .timer_count(timer_count)
    );
    car_enter_exit car_ctrl (
        .clk(clk),
        .reset(reset),
        .car_enter(car_enter),
        .car_exit(car_exit),
        .car_sel(car_sel),
        .timer_count(timer_count),
        .car1_state(car1_state),
        .car2_state(car2_state),
        .car3_state(car3_state),
        .car1_enter_time(car1_enter_time),
        .car2_enter_time(car2_enter_time),
        .car3_enter_time(car3_enter_time),
        .car1_count(car1_count),
        .car2_count(car2_count),
        .car3_count(car3_count),
        .car1_cost(car1_cost),
        .car2_cost(car2_cost),
        .car3_cost(car3_cost),
        .current_cost(current_cost),
        .write_entry(write_entry),
        .write_cost(write_cost),
        .entry_time_in(entry_time_in),
        .cost_in(cost_in)
    );
    memory mem (
        .clk(clk),
        .reset(reset),
        .car_sel(car_sel),
        .write_entry(write_entry),
        .write_cost(write_cost),
        .entry_time_in(entry_time_in),
        .cost_in(cost_in),
        .entry_time_out(entry_time_out),
        .cost_out(cost_out)
    );
    flags flag_ctrl (
        .clk(clk),
        .reset(reset),
        .car1_state(car1_state),
        .car2_state(car2_state),
        .car3_state(car3_state),
        .full_flag(full_flag),
        .empty_flag(empty_flag)
    );
    seven_seg cost_display1 (
        .A(bcd_units[3]),
        .B(bcd_units[2]),
        .C(bcd_units[1]),
        .D(bcd_units[0]),
        .led_a(led_cost_3[0]),
        .led_b(led_cost_3[1]),
        .led_c(led_cost_3[2]),
        .led_d(led_cost_3[3]),
        .led_e(led_cost_3[4]),
        .led_f(led_cost_3[5]),
        .led_g(led_cost_3[6])
    );
    seven_seg cost_display2 (
        .A(bcd_tens[3]),
        .B(bcd_tens[2]),
        .C(bcd_tens[1]),
        .D(bcd_tens[0]),
        .led_a(led_cost_2[0]),
        .led_b(led_cost_2[1]),
        .led_c(led_cost_2[2]),
        .led_d(led_cost_2[3]),
        .led_e(led_cost_2[4]),
        .led_f(led_cost_2[5]),
        .led_g(led_cost_2[6])
    );
    seven_seg cost_display3 (
        .A(bcd_hundreds[3]),
        .B(bcd_hundreds[2]),
        .C(bcd_hundreds[1]),
        .D(bcd_hundreds[0]),
        .led_a(led_cost_1[0]),
        .led_b(led_cost_1[1]),
        .led_c(led_cost_1[2]),
        .led_d(led_cost_1[3]),
        .led_e(led_cost_1[4]),
        .led_f(led_cost_1[5]),
        .led_g(led_cost_1[6])
    );
endmodule
module seven_seg (A, B, C, D, led_a, led_b, led_c, led_d, led_e, led_f, led_g);
	input A, B, C, D;
	output led_a, led_b, led_c, led_d, led_e, led_f, 
             led_g;
	assign led_a = ~(A | C | B&D | ~B&~D);
	assign led_b = ~(~B | ~C&~D | C&D);
	assign led_c = ~(B | ~C | D);
	assign led_d = ~(~B&~D | C&~D | B&~C&D | ~B&C | A);
	assign led_e = ~(~B&~D | C&~D);
	assign led_f = ~(A | ~C&~D | B&~C | B&~D);
	assign led_g = ~(A | B&~C | ~B&C | C&~D);
endmodule
module timer (
    input clk, reset,
    output reg [9:0] timer_count  
);
always @(posedge clk or posedge reset)
begin
    if(reset)  
        timer_count <= 10'b0000000000;  
    else if(timer_count >= 10'd999)  
        timer_count <= 10'b0000000000;  
    else
        timer_count <= timer_count + 10'b0000000001;  
end
endmodule
```

==> metrics.cfg <==
[run_status]
outcome = complete, but fails checks
violations = negative setup slack

[synthesis]
yosys_area_um2 = 11000
numSynthFlops = 82
syn_avg_cell_area_um2 = 7.44
ys_types = 122
synth_async_sr_flop_share = 1.00
common_cells = 156 x nor2_1, 133 x nand2_1, 92 x o21ai_0
synth.most_common_cell = nor2_1
seq_area_frac_synth = 0.187
top_cells_by_area = dfrtp_1 19%, nor2_1 5.3%, nand2_1 4.6%
synth-edff-count = 0
top_area_cell = dfrtp_1
ys_cells = 1472
syn_inst = 1472
synth_warnings = 8
synth-main-ff-cell = dfrtp_1
synth_top_area_share = 0.185
netlist_area_um2 = 11000

[cts]
cts_tree = yes
cts-root-buf = clkbuf_16
cts_made_buffers = 9
clk_pin_slew_ns = 0.06
clk_latency_ns = 0.33
h-tree-depth = 3
cts_hold_buf = 0
clk_path_buf_depth = 2

[setup_path]
cp.arrival_ns = 6.79
critPathLaunchType = register
crit_buf_inv = 7
cp_common_cell = buf_4
critPathMaxStageDelay_ns = 0.40
cp_max_fo = 7
crit_required_ns = 5.12
cp_top_family = AND-OR/OR-AND gates
critPathCaptureType = primary output
cpMaxStageDelayCell = o211ai_1
worstSetupPathType = reg2out

[layout]
fin_area_um2 = 13700
fillers = 3472
drive_above_1_share = 0.237
postLayoutCoreUtil = 0.384
area_delta_synth_final_pct = 25.3

[power]
clock_power_share = 0.102
p_sw_w = 0.00192
ir_drop_mv = 0.441
p_leak_nw = 5.73
powerDensity_nw_per_um2 = 362
seqPwrFrac = 0.114
p_int_w = 0.00305
swShare = 0.386
p_total_w = 0.00497
p_comb_frac = 0.784

[die]
chip_area_um2 = 37300
rows = 69
die_h_um = 193
ios = 54
core_area_um2 = 35700
die_w_um = 193
fp-utilization = 0.306

[global_routing]
grt_pass1_vias = 10373
grt_max_degree = 55
grt_overflow = 0
antenna_found_initial = 0
grt_pass1_wl_mm = 51.2
grt_use_total = 0.166

[route]
vias = 11620
n_antenna_cell = 0
drc = 0
ant_nets = 0
routed_wl_mm = 31.2
detail_route.iter0.violations = 1019
dr.pass1.iters = 5
drt-vias-per-instance = 5.58
wl_per_cell_um = 15.0

[placed_design]
finalWeightedCongestion = 0.957
pre_cts_ws_ns = -1.42
port_buffers = 53
place_area_um2 = 12700
hpwl_mm = 22.9

[job]
maxCapViolCount = 0
warnings = 34

[timing]
period_needed_ns = 8.07
drv_slew = 0
finalClockSkew_ns = 0.00920
tns_ns = -18.47
unclocked_regs = 10
setup_viol = 14
fmax_ghz = 0.124
setup_ws_ns = -1.67
hold_viol_final = 0
period_used_share = 1.26
untimed_endpoints = 31
tightest_slew_ns = 0.928
relSlewSlack = 0.381
rsz0062_at_grt = yes

[worst_hold_path]
hold_class = reg2reg

-- layout make-up --
| cell class | instances | area, um^2 | area share |
|---|---|---|---|
| Inverter | 56 | 219 | 0.0160 |
| Timing Repair Buffer | 266 | 2210 | 0.161 |
| Tap cell | 461 | 577 | 0.0420 |
| Clock buffer | 13 | 270 | 0.0197 |
| Sequential cell | 82 | 2050 | 0.150 |
| Multi-Input combinational cell | 1202 | 8360 | 0.609 |
| Clock inverter | 2 | 37.5 | 0.00274 |
-- layer usage --
metal | wire length, um | vias up | global-route usage
li1 | - | 5772 | -
met1 | 14900 | 5515 | 0.245
met2 | 14600 | 284 | 0.271
met3 | 1050 | 49 | 0.0102
met4 | 616 | 0 | 0.0306
met5 | 0 | - | 0
-- per-stage QoR --
step           hold slack (ns)  std cells
6_report                 0.476       2082
5_1_grt                  0.502       2082
4_1_cts                  0.479       2051
3_5_place_dp             0.472       2026
3_3_place_gp             0.467       2026
2_1_floorplan            0.426       1472
-- worst reg2reg max path: cells and delay by family, from the launching register on --
family                   cells  cell delay [ns]
AND-OR/OR-AND               11             1.86
buffers and inverters        1             0.08
AND/OR/NAND/NOR              2             0.24
adder cells (fa/ha/maj)      1             0.26
XOR/XNOR                     1             0.14
flip-flops                   1             0.39
-- final timing paths --
kind                                                              to                               startpoint  slack [ns]  depth (start not counted)
max in group asynchronous       car_ctrl.current_cost[6]$_DFFE_PP0P_                                    reset        4.05                          3
worst max-delay path                                   led_cost_2[3]     car_ctrl.current_cost[8]$_DFFE_PP0P_       -1.67                         34
worst max register to register  car_ctrl.current_cost[9]$_DFFE_PP0P_  car_ctrl.car1_enter_time[1]$_DFFE_PP0P_        3.33                         16
min in group asynchronous              flag_ctrl.full_flag$_DFF_PP0_                                    reset        1.29                          2
worst min register to register       clk_div_inst.count[0]$_DFF_PP0_          clk_div_inst.count[0]$_DFF_PP0_        0.48                          1
worst min-delay path                 clk_div_inst.count[0]$_DFF_PP0_          clk_div_inst.count[0]$_DFF_PP0_        0.48                          1
-- power by group through the flow --
stage / sequential (W) / combinational, W / clock (W)
after CTS: 0.000564 / 0.00307 / 0.000515
after global routing: 0.000570 / 0.00423 / 0.000537
final: 0.000565 / 0.00390 / 0.000507
-- cell families after synthesis --
| family | synth area share |
|---|---|
| xor+xnor | 0.0632 |
| other cells | 0.000342 |
| compound gates | 0.331 |
| mux | 0.0262 |
| fa+ha+maj | 0.0416 |
| flops | 0.187 |
| buf+inv | 0.0898 |
| simple gates | 0.261 |
-- registers in the layout, indices dropped and copies added, names as in the netlist --
signal                    flops
car_ctrl.car2_enter_time     10
car_ctrl.car1_enter_time     10
clk_div_inst.count           26
timer_inst.timer_count       10
car_ctrl.car1_state           1
flag_ctrl.empty_flag          1
car_ctrl.car3_enter_time     10
car_ctrl.car3_state           1
car_ctrl.current_cost        10
car_ctrl.car2_state           1
flag_ctrl.full_flag           1
clk_div_inst.CLK1Hz           1
-- cells in the final DEF, fill, tap and decap left out, drive strengths merged, types with 9 or more instances in the layout --
cell           count
xnor2             46
or3               21
a21o              21
o21ai            110
nor3              40
dfrtp             81
a211oi            20
and2              25
o221ai            13
nand3             51
nor2b             19
ha                34
clkbuf            14
mux2i             20
o21a              10
o22ai             28
and3              20
clkdlybuf4s50     39
o211ai            17
or2               12
nand2            133
nand2b            16
a221oi             9
xor2              27
nor4               9
a22o              34
buf              219
a31oi             28
nor2             159
a21oi             89
inv               50
nand4             17
-- timing repair --
item,in CTS,in global routing
pin swaps,7,45
endpoints found under the setup margin,14,18
buffers inserted,11,34
resized,47,78
No activity file was given, so power comes from the tool's default toggle rates.
